<file path="./run.sh">
#!/bin/bash
# OpenROAD 26Q1-2900-gdf79404cd8, Yosys 0.63+post, stock flow scripts
make -C /OpenROAD-flow-scripts/flow DESIGN_CONFIG=/design/flow/config.mk WORK_HOME=/design/flow/orfs finish
</file>
<file path="./constraint.sdc">
current_design ID_EXRegs

set clk_period 1.0
set clk_io_pct 0.2

create_clock -name clk0 -period $clk_period [get_ports {clk}]

set non_clock_inputs [all_inputs -no_clocks]
set_input_delay [expr $clk_period * $clk_io_pct] -clock clk0 $non_clock_inputs
set_output_delay [expr $clk_period * $clk_io_pct] -clock clk0 [all_outputs]
</file>
<file path="./design.v">
`timescale 1ns / 1ps
module ID_EXRegs
                (
                    input wire clk,
                    input wire rst,
                    input wire RegDst_Regs_from_controller,
                    input wire [1:0]ALUOp_Regs_from_controller,
                    input wire ALUSrc_Regs_from_controller,
                    input wire Branch_Regs_from_controller,
                    input wire MemRead_Regs_from_controller,
                    input wire MemWrite_Regs_from_controller,
                    input wire MemtoReg_Regs_from_controller,
                    input wire RegWrite_Regs_fromController,
                    input wire [32-1:0]PCadded4_Regs_from_IF_ID,
                    input wire [32-1:0]RFReadData1_from_ID,
                    input wire [32-1:0]RFReadData2_from_ID,
                    input wire [32-1:0]SEIntermediateValue_from_ID,
                    input wire [5-1:0]CI15_11_Regs_from_ID,
                    input wire [5-1:0]CI20_16_Regs_from_ID,
                    output reg RegDst_Regs_to_EX,
                    output reg [1:0]ALUOp_Regs_to_EX,
                    output reg ALUSrc_Regs_to_EX,
                    output reg Branch_Regs_to_EX_MEM,
                    output reg MemRead_Regs_to_EX_MEM,
                    output reg MemWrite_Regs_to_EX_MEM,
                    output reg MemtoReg_Regs_to_EX_MEM,
                    output reg RegWrite_Regs_to_EX_MEM,
                    output reg [32-1:0]PCadded4_Regs_to_EX,
                    output wire [32-1:0]RFReadData1_to_EX,
                    output wire [32-1:0]RFReadData2_to_EX,
                    output wire [32-1:0]SEIntermediateValue_to_EX,
                    output reg [5-1:0]CI15_11_Regs_to_EX,
                    output reg [5-1:0]CI20_16_Regs_to_EX
                );
always@(posedge clk)
    begin
        if(rst == 1)
            begin
                PCadded4_Regs_to_EX <= 0;
                CI15_11_Regs_to_EX <= 0;
                CI20_16_Regs_to_EX <= 0;
                {RegDst_Regs_to_EX, ALUOp_Regs_to_EX, ALUSrc_Regs_to_EX, Branch_Regs_to_EX_MEM, MemRead_Regs_to_EX_MEM, MemWrite_Regs_to_EX_MEM, MemtoReg_Regs_to_EX_MEM, RegWrite_Regs_to_EX_MEM} <= 0;
            end 
        else
            begin
                PCadded4_Regs_to_EX <= PCadded4_Regs_from_IF_ID;
                CI15_11_Regs_to_EX <= CI15_11_Regs_from_ID;
                CI20_16_Regs_to_EX <= CI20_16_Regs_from_ID;
                {RegDst_Regs_to_EX, ALUOp_Regs_to_EX, ALUSrc_Regs_to_EX, Branch_Regs_to_EX_MEM, MemRead_Regs_to_EX_MEM, MemWrite_Regs_to_EX_MEM, MemtoReg_Regs_to_EX_MEM, RegWrite_Regs_to_EX_MEM} <= {RegDst_Regs_from_controller, ALUOp_Regs_from_controller, ALUSrc_Regs_from_controller, Branch_Regs_from_controller, MemRead_Regs_from_controller, MemWrite_Regs_from_controller, MemtoReg_Regs_from_controller, RegWrite_Regs_fromController};
            end
    end
assign RFReadData1_to_EX = RFReadData1_from_ID;
assign RFReadData2_to_EX = RFReadData2_from_ID;
assign SEIntermediateValue_to_EX = SEIntermediateValue_from_ID;
endmodule
</file>
<file path="./config.mk">
export PLATFORM = sky130hd
export DESIGN_NAME = ID_EXRegs
export DESIGN_NICKNAME = ID_EXRegs
export VERILOG_FILES = /design/flow/design.v
export SDC_FILE = /design/flow/constraint.sdc
export NUM_CORES = 4
export LEC_CHECK = 1
export CORE_AREA = 10 10 126 126
export DIE_AREA = 0 0 136 136
</file>
==> flow_metrics.tcl <==
# yosys + openroad results
set metrics [dict create \
    routedWlPerCell_um 14.9 \
    final_cell_mix "nor2b_1 (51), clkdlybuf4s50_1 (51), dfxtp_1 (35)" \
    min_path_type "in -> reg" \
    yosys_area_um2 2090 \
    warnings 25 \
    drtIter0Drc 28 \
    end_kind "output pin" \
    via_per_inst 3.01 \
    timing.setup.tns_ns 0 \
    clockBufferDepth 2 \
    fin_crit_ns 0.967 \
    placed_area_um2 2630 \
    place_congestion 0.702 \
    io_buffers 103 \
    cts_buffers 5 \
    fin_crit_sh_pct 96.7 \
    pre_cts_slack_ns -0.0113 \
    p_leak_nw 1.08 \
    critPathMaxStageDelay_ns 0.30 \
    vias 1178 \
    drive_gt1_share_pct 30.2 \
    detailed_place_hpwl_mm 4.93 \
    ys_cells 203 \
    power_density_nw_per_um2 1730 \
    synth_flops 51 \
    antenna_found_initial 0 \
    crit_chain "clkdlybuf4s15_1" \
    critPathTopFamily "flip-flops" \
    critPathMaxFanout 1 \
    hold_viol_final 0 \
    synth_seq_share_pct 49.0 \
    synthToLayoutAreaGrowth_pct 26.1 \
    gr-total-overflow 0 \
    antenna_cells_inserted 0 \
    grt_max_degree 29 \
    fp.dieArea_um2 18500 \
    die_y_um 136 \
    routed_wl_mm 5.84 \
    clkSinkCount 51 \
    drv_slew 0 \
    top_level_ports 296 \
    grt_pass1_vias 1298 \
    fillers 1427 \
    tightest_slew_ns 0.176 \
    die_x_um 136 \
    htree_levels 2 \
    initCoreUtil_pct 15.8 \
    cts_resized 133 \
    postCtsSetupRepairBufs 0 \
    coreArea_um2 13200 \
    dpl.cell_count 383 \
    track_usage_pct 5.74 \
    vdd_drop_max_mv 0.770 \
    fp-row-count 42 \
    synth_cell_types 4 \
    arrival_ns 0.77 \
    stdcell_count 391 \
    cts_root_buf "clkbuf_16" \
    grt_first_pass_wirelength_mm 8.02 \
    cts_tree "done" \
    start_kind "register" \
    hold_buffers 0 \
    ant_nets 0 \
    maxSlewHeadroom_pct 88.3 \
    drt_first_pass_iters 3 \
    fin_area_um2 2630 \
    fmax_mhz 1030 \
    drc_errors 0 \
    slowest_stage "dfxtp_1" \
    syn_area_per_cell_um2 10.3 \
    cts.clk_slew.worst_paths_ns 0.06 \
    ys_warn_count 1 \
    max_cap_viol_count 0 \
    rsz0062_at_grt "false" \
    status "finished, final reports clean" \
    worst_slack_ns 0.0332 \
    critPathBufInv 1 \
    path_class "reg -> out" \
    synth_area_um2 2090 \
    required_ns 0.80 \
    netlist_instances 203 \
    setup_viol 0 \
]
[power by group]
part	switching, mW	internal [mW]	leakage, nW
Clock	0.708	1.24	0.0868
Sequential	0.0253	2.15	0.429
Combinational	0.0988	0.319	0.568
Total	0.832	3.71	1.08
[flip-flops by register name (all words and copies together) (netlist names)]
name	flops
RegDst_Regs_to_EX	1
RegWrite_Regs_to_EX_MEM	1
Branch_Regs_to_EX_MEM	1
ALUSrc_Regs_to_EX	1
MemRead_Regs_to_EX_MEM	1
CI15_11_Regs_to_EX	5
MemtoReg_Regs_to_EX_MEM	1
CI20_16_Regs_to_EX	5
ALUOp_Regs_to_EX	2
MemWrite_Regs_to_EX_MEM	1
PCadded4_Regs_to_EX	32
[Yosys cell counts]
| cell type | instances | area [um2] |
|---|---|---|
| dfxtp_1 | 51 | 1020 |
| nor2b_1 | 51 | 319 |
| buf_2 | 5 | 25.0 |
| buf_4 | 96 | 721 |
[cells by family after synthesis]
| group | count (synthesis) | synth area share [%] |
|---|---|---|
| simple gates | 51 | 15.3 |
| buf+inv | 101 | 35.8 |
| flops | 51 | 49.0 |
[path summary, 6_finish.rpt]
kind,from,endpoint,slack (ns),cells after the start
max,PCadded4_Regs_to_EX[7]$_SDFF_PP0_,PCadded4_Regs_to_EX[7],0.03,1
min,rst,CI20_16_Regs_to_EX[2]$_SDFF_PP0_,0.16,2
[metrics by stage]
stage	util [%]	hold slack [ns]	total power, mW
2_1_floorplan	-	0.272	2.50
3_3_place_gp	19.9	0.400	2.73
3_5_place_dp	19.9	0.400	2.74
4_1_cts	20.5	0.147	4.68
5_1_grt	19.9	0.153	4.78
6_report	19.9	0.163	4.54
[final cells by class]
cell class,count,area (um2),area share (%)
Timing Repair Buffer,105,876,33.3
Sequential cell,51,1040,39.6
Multi-Input combinational cell,51,319,12.1
Clock inverter,2,35.0,1.33
Tap cell,176,220,8.37
Clock buffer,6,139,5.28
[metal layers]
| metal | vias to the layer above | track usage [%] | wire length [um] |
|---|---|---|---|
| met5 | - | 0 | 0 |
| met4 | 0 | 4.62 | 466 |
| met3 | 49 | 4.27 | 1020 |
| met2 | 122 | 8.75 | 2620 |
| met1 | 478 | 4.99 | 1730 |
| li1 | 529 | - | - |
No activity file was given, so power comes from the tool's default toggle rates.
