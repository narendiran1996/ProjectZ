===== run.sh =====
#!/bin/bash
# OpenROAD 26Q1-2900-gdf79404cd8, Yosys 0.63+post, stock flow scripts
make -C /OpenROAD-flow-scripts/flow DESIGN_CONFIG=/design/flow/config.mk WORK_HOME=/design/flow/orfs finish

===== config.mk =====
export PLATFORM = sky130hd
export DESIGN_NAME = EX_MEMRegs
export DESIGN_NICKNAME = EX_MEMRegs
export VERILOG_FILES = /design/flow/design.v
export SDC_FILE = /design/flow/constraint.sdc
export NUM_CORES = 4
export LEC_CHECK = 1
export CORE_UTILIZATION = 30

===== constraint.sdc =====
current_design EX_MEMRegs

set clk_period 1.0
set clk_io_pct 0.2

create_clock -name clk0 -period $clk_period [get_ports {clk}]

set non_clock_inputs [all_inputs -no_clocks]
set_input_delay [expr $clk_period * $clk_io_pct] -clock clk0 $non_clock_inputs
set_output_delay [expr $clk_period * $clk_io_pct] -clock clk0 [all_outputs]

===== design.v =====
`timescale 1ns / 1ps
module EX_MEMRegs
            (
                input wire clk,
                input wire rst,
                input wire [32-1:0]newPCfromBranching_Regs_from_EX,
                input wire isZero_Regs_from_EX,
                input wire [32-1:0]ALUResultsOut_Regs_from_EX,
                input wire [32-1:0]RFReadData2_Regs_from_EX,
                input wire [5-1:0]RFWriteRegister_Regs_from_EX,
                input wire Branch_Regs_from_ID_EX,
                input wire MemRead_Regs_from_ID_EX,
                input wire MemWrite_Regs_from_ID_EX,
                input wire MemtoReg_Regs_from_ID_EX,
                input wire  RegWrite_Regs_from_ID_EX,
                output reg [32-1:0]newPCfromBranching_Regs_to_IF,
                output reg [32-1:0]ALUResultsOut_Regs_to_MEM,
                output reg [32-1:0]RFReadData2_Regs_to_MEM,
                output reg [5-1:0]RFWriteRegister_Regs_to_MEM_WB,
                output reg isZero_Regs_to_MEM,
                output reg Branch_Regs_to_MEM,
                output reg MemRead_Regs_to_MEM,
                output reg MemWrite_Regs_to_MEM,
                output reg MemtoReg_Regs_to_MEM,
                output reg RegWrite_Regs_to_MEM
        );
always@(posedge clk)
    begin
        if(rst == 1)
            begin
                newPCfromBranching_Regs_to_IF <= 0;
                isZero_Regs_to_MEM <= 0;
                ALUResultsOut_Regs_to_MEM <= 0;
                RFReadData2_Regs_to_MEM <=  0;
                RFWriteRegister_Regs_to_MEM_WB <= 0;
                {Branch_Regs_to_MEM, MemRead_Regs_to_MEM, MemWrite_Regs_to_MEM, MemtoReg_Regs_to_MEM, RegWrite_Regs_to_MEM} <= 0;
            end
        else
            begin
                newPCfromBranching_Regs_to_IF <= newPCfromBranching_Regs_from_EX;
                isZero_Regs_to_MEM <= isZero_Regs_from_EX;
                ALUResultsOut_Regs_to_MEM <= ALUResultsOut_Regs_from_EX;
                RFReadData2_Regs_to_MEM <=  RFReadData2_Regs_from_EX;
                RFWriteRegister_Regs_to_MEM_WB <= RFWriteRegister_Regs_from_EX;
                {Branch_Regs_to_MEM, MemRead_Regs_to_MEM, MemWrite_Regs_to_MEM, MemtoReg_Regs_to_MEM, RegWrite_Regs_to_MEM} <= {Branch_Regs_from_ID_EX, MemRead_Regs_from_ID_EX, MemWrite_Regs_from_ID_EX, MemtoReg_Regs_from_ID_EX, RegWrite_Regs_from_ID_EX};
            end
    end
endmodule

==> impl_metrics.env <==
# physical design summary
export IMPL_max_freq_mhz=1018
export IMPL_clock_sinks=107
export IMPL_warning_count=27
export IMPL_cp_arrival_ns=0.78
export IMPL_startpoint="ALUResultsOut_Regs_to_MEM[29]"
export IMPL_wl_met3_um=822
export IMPL_status="completed"
export IMPL_overflow=0
export IMPL_hold_buffers=0
export IMPL_via_count=2209
export IMPL_cap_violations=0
export IMPL_routedLengthMet1_um=2799
export IMPL_crit_chain="buf_2"
export IMPL_worstSetupEndpoint="ALUResultsOut_Regs_to_MEM[29]"
export IMPL_ir_drop_v=0.0009407
export IMPL_power_leakage_uw=0.002177
export IMPL_period_used_pct=98.26
export IMPL_start_kind="register"
export IMPL_cp_slowest_cell="dfxtp_2"
export IMPL_wl_per_cell_um=12.34
export IMPL_root_buffer="clkbuf_8"
export IMPL_syn_area_per_cell_um2=12.78
export IMPL_floorplan_io_pins=216
export IMPL_finalSetupViolations=0
export IMPL_final_util_pct=52.21
export IMPL_cts_tree="built"
export IMPL_drt_initial_drc_count=12
export IMPL_dieArea_um2=9984
export IMPL_grt_pass1_wl_um=10620
export IMPL_place_gp_congestion=0.7646
export IMPL_top_layer_used="met4"
export IMPL_hold_path_class="input pin to register"
export IMPL_wl_met2_um=3429
export IMPL_relSlewSlack_pct=85.21
export IMPL_synth_cell_types=4
export IMPL_final_max_slew_violation_count=0
export IMPL_endpoint_kind="output pin"
export IMPL_numPortBuffers=215
export IMPL_hpwl_um=5415
export IMPL_numCtsBuffers=9
export IMPL_grt_pass1_vias=2063
export IMPL_drc=0
export IMPL_worst_slew_pin_slew_ns=0.2219
export IMPL_firstDrtPassIters=4
export IMPL_core_um2=9284
export IMPL_wirelength_um=7134
export IMPL_chipWidth_um=99.92
export IMPL_postCtsSetupBuffers=0
export IMPL_clock_path_buffers=2
export IMPL_htree_levels=3
export IMPL_cpPeakStageDelay_ns=0.33
export IMPL_critPathMaxFanout=1
export IMPL_grt_usage_pct=14.11
export IMPL_stdcell_count=578
export IMPL_ys_area_um2=2877
export IMPL_drive_gt1_share_pct=30.51
export IMPL_period_needed_ns=0.9826
export IMPL_dp_cells=563
export IMPL_ys_cells=225
export IMPL_syn_inst=225
export IMPL_rsz0062_at_grt="yes"
export IMPL_finalHoldViolCount=0
export IMPL_seq_area_frac_synth_pct=74.47
export IMPL_die_size_y_um=99.92
export IMPL_grt_max_degree=30
export IMPL_cp_num_buf_inv=1
export IMPL_path_delay_family="flip-flops"
export IMPL_syn_cell_area_um2=2877
export IMPL_path_clk_slew_ns=0.10
export IMPL_antenna_cells=0
export IMPL_worstSetupPathType="register to output pin"
export IMPL_ys_ff=107
export IMPL_p_per_area_nw_per_um2=1620
export IMPL_rows=35
export IMPL_crit_required_ns=0.80
export IMPL_ant_nets=0
export IMPL_vias_per_cell=3.822
export IMPL_fp_util_pct=30.98
export IMPL_area_growth_pct=68.51
export IMPL_cp_depth=1
export IMPL_antenna_found_initial=0
export IMPL_yosys_warnings=1
[worst min path at each step]
stage | startpoint | end | slack, ns | cells past startpoint
finish | rst | ALUResultsOut_Regs_to_MEM[21] | 0.17 | 2
CTS | rst | ALUResultsOut_Regs_to_MEM[23] | 0.16 | 2
global route | rst | ALUResultsOut_Regs_to_MEM[21] | 0.17 | 2
[flip-flops by register name, indices dropped and copies added, names as in the netlist]
signal                          flops
ALUResultsOut_Regs_to_MEM          32
Branch_Regs_to_MEM                  1
MemRead_Regs_to_MEM                 1
MemWrite_Regs_to_MEM                1
MemtoReg_Regs_to_MEM                1
RFReadData2_Regs_to_MEM            32
RFWriteRegister_Regs_to_MEM_WB      5
RegWrite_Regs_to_MEM                1
isZero_Regs_to_MEM                  1
newPCfromBranching_Regs_to_IF      32
[cell families after synthesis]
kind of cell	share of synthesized area, %
flip-flops	74.47
AND/OR/NAND/NOR	23.27
buffers and inverters	2.262
[layer usage]
metal	up-vias	track usage [%]
met1	966	18.04
met2	126	23.34
met3	8	5.453
met4	0	2.602
met5	-	0
li1	1109	-
[Yosys cell counts]
| library cell | n | area share (%) |
|---|---|---|
| nor2b_1 | 107 | 23 |
| buf_4 | 4 | 1.0 |
| buf_2 | 7 | 1.2 |
| dfxtp_1 | 107 | 74 |
[power breakdown]
part | internal, uW | switching (uW) | total [uW]
registers | 4490 | 44.6 | 4530
clock network | 1150 | 1350 | 2500
logic | 628 | 190 | 817
total | 6260 | 1590 | 7850
[area by class of cell]
cell class | count | area (um^2)
sequential | 107 | 2156
fill | 877 | 4437
clock inverter | 4 | 52.55
clock buffer | 11 | 131.4
multi-input combinational | 107 | 669.4
tap | 129 | 161.4
timing repair buffer | 220 | 1677
[cells in the final DEF, fill, tap and decap left out]
cell type / count
clkdlybuf4s50_1: 107
clkbuf_8: 9
dfxtp_1: 96
buf_12: 2
dfxtp_2: 11
buf_4: 4
buf_2: 107
clkinvlp_4: 3
bufinv_16: 1
clkbuf_1: 2
nor2b_1: 107
[what timing repair did]
item / 4_1_cts / 5_1_grt
endpoints found under the setup margin: 107 / 50
endpoints found under the hold margin: 0 / 0
gates cloned: 0 / 0
gates resized: 333 / 3
[through the flow]
| step | TNS [ns] | hold WS [ns] | setup WS, ns | instance area [um^2] | power (uW) |
|---|---|---|---|---|---|
| 6_report | 0 | 0.1682 | 0.01744 | 4847 | 7853 |
| 5_1_grt | -0.3444 | 0.1698 | -0.02219 | 4847 | 8228 |
| 4_1_cts | -0.03294 | 0.1627 | -0.01157 | 4843 | 7979 |
| 3_5_place_dp | 0 | 0.5579 | 0.01759 | 5185 | 5682 |
| 3_3_place_gp | 0 | 0.5531 | 0.01554 | 5185 | 5682 |
| 2_1_floorplan | 0 | 0.3282 | 0.3519 | 2877 | 4779 |
No activity file was given, so power comes from the tool's default toggle rates.
