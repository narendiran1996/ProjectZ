==> design.v <==
`timescale 1ns/1ps
module ArithmeticLogicUnit
                (
                    input wire [32-1:0]operend1,
                    input wire [32-1:0]operend2,
                    output reg [32-1:0]resultOut,
                    input wire [3-1:0]ALUoperations,
                    output reg carryOut,
                    output wire isZero                
                );
always@(*)    
    begin
        carryOut = 0;
        case(ALUoperations)
            3'b000: resultOut = operend1 & operend2;
            3'b001: resultOut = operend1 | operend2;
            3'b010: {carryOut, resultOut} = operend1 + operend2;
            3'b110: resultOut = operend1 - operend2;
            3'b111: resultOut = (operend1 < operend2) ? 32'h1 : 32'h0;
            default: begin
                resultOut = 32'h0;
                carryOut = 'hx;
            end
        endcase
    end
assign isZero = (resultOut == 32'h0);
endmodule
`timescale 1ns/1ps
module ALUcontrol
                (
                    input wire [6-1:0]Funct,
                    input wire [1:0]AluOp,
                    output reg [4-1:0]ALUoperations
                );
always@(*)
    begin
        case(AluOp)
            2'b00: ALUoperations = 4'b0010;
            2'b01: ALUoperations = 4'b0110;
            2'b10:
                begin
                    case(Funct)
                        6'b100000: ALUoperations = 4'b0010;
                        6'b100010: ALUoperations = 4'b0110;
                        6'b100100: ALUoperations = 4'b0000;
                        6'b100101: ALUoperations = 4'b0001;
                        6'b101010: ALUoperations = 4'b0111;
                        default: ALUoperations = 4'hx;
                    endcase
                end
            default: ALUoperations = 4'hx;
        endcase
    end
endmodule
`timescale 1ns/1ps
module MuxTWOxONE32bit
                (
                    input wire [32-1:0]inp1,
                    input wire [32-1:0]inp2,
                    input wire selectionLine,
                    output wire [32-1:0]outp
                );
assign outp = (selectionLine == 0) ? inp1 : inp2;
endmodule
`timescale 1ns / 1ps
module ExecutionStage
                (
                    input wire clk,
                    input wire rst,
                    input wire RegDst_from_ID_EX,
                    input wire [1:0]ALUOp_from_ID_EX,
                    input wire ALUSrc_from_ID_EX,
                    input wire [32-1:0]PCadded4_from_ID_EX,
                    input wire [32-1:0]RFReadData1_from_ID_EX,
                    input wire [32-1:0]RFReadData2_from_ID_EX,
                    input wire [32-1:0]SEIntermediateValue_from_ID_EX,
                    input wire [5-1:0]CI15_11_from_ID_EX,
                    input wire [5-1:0]CI20_16_from_ID_EX,
                    output wire [32-1:0]newPCfromBranching_to_EX_MEM,
                    output wire isZero_to_EX_MEM,
                    output wire [32-1:0]ALUResultsOut_to_EX_MEM,
                    output wire [32-1:0]RFReadData2_to_EX_MEM,
                    output wire [5-1:0]RFWriteRegister_to_EX_MEM
                );
wire [4-1:0]ALUoperations;
ALUcontrol ALU_control_Ins
                (
                    .Funct(SEIntermediateValue_from_ID_EX[5:0]),  
                    .AluOp(ALUOp_from_ID_EX),
                    .ALUoperations(ALUoperations)
                );
wire [32-1:0]ALUSource2;
MuxTWOxONE32bit ALU_SRC2_MUX_Ins
                (
                    .inp1(RFReadData2_from_ID_EX),
                    .inp2(SEIntermediateValue_from_ID_EX),
                    .selectionLine(ALUSrc_from_ID_EX),
                    .outp(ALUSource2)
                );
ArithmeticLogicUnit ALU_Ins
                (
                    .operend1(RFReadData1_from_ID_EX),
                    .operend2(ALUSource2),
                    .ALUoperations(ALUoperations),
                    .resultOut(ALUResultsOut_to_EX_MEM),
                    .isZero(isZero_to_EX_MEM)
                );
assign RFWriteRegister_to_EX_MEM = (RegDst_from_ID_EX == 0) ? CI20_16_from_ID_EX : CI15_11_from_ID_EX;
assign newPCfromBranching_to_EX_MEM = PCadded4_from_ID_EX + (SEIntermediateValue_from_ID_EX<<2);
assign RFReadData2_to_EX_MEM = RFReadData2_from_ID_EX;
endmodule
==> run.sh <==
#!/bin/bash
# OpenROAD 26Q1-2900-gdf79404cd8, Yosys 0.63+post, stock flow scripts
make -C /OpenROAD-flow-scripts/flow DESIGN_CONFIG=/design/flow/config.mk WORK_HOME=/design/flow/orfs finish
==> config.mk <==
export PLATFORM = sky130hd
export DESIGN_NAME = ExecutionStage
export DESIGN_NICKNAME = ExecutionStage
export VERILOG_FILES = /design/flow/design.v
export SDC_FILE = /design/flow/constraint.sdc
export NUM_CORES = 4
export LEC_CHECK = 1
export CORE_UTILIZATION = 40
==> constraint.sdc <==
current_design ExecutionStage

set clk_period 16.9
set clk_io_pct 0.2

create_clock -name clk0 -period $clk_period

set non_clock_inputs [all_inputs -no_clocks]
set_input_delay [expr $clk_period * $clk_io_pct] -clock clk0 $non_clock_inputs
set_output_delay [expr $clk_period * $clk_io_pct] -clock clk0 [all_outputs]
==> results.sh <==
# flow metrics
export IMPL_num_vias=7898
export IMPL_syn_avg_cell_area_sq_um=7.00
export IMPL_min_from="PCadded4_from_ID_EX[0]"
export IMPL_die_area_sq_um=18300
export IMPL_power_mw=0.405
export IMPL_start_kind="input port"
export IMPL_tns_ns=0
export IMPL_die_x_um=135
export IMPL_top_area_share_pct=24.3
export IMPL_hold_ws_ns=6.76
export IMPL_whs_path_depth=0
export IMPL_n_fill_cell=1743
export IMPL_synth_sequential_area_ratio_pct=0
export IMPL_peakVddDrop_mv=0.0257
export IMPL_crit_type="in2out"
export IMPL_utilization_pct=54.4
export IMPL_grt_usage_pct=26.7
export IMPL_setup_violations=0
export IMPL_fmax_ghz=0.0841
export IMPL_clkPwrFrac_pct=0
export IMPL_grt_pass1_vias=7240
export IMPL_grt_pass1_wl_um=38500
export IMPL_design_seq_count=0
export IMPL_area_leaders="ha_1, a21oi_1, inv_1"
export IMPL_ys_area_sq_um=7120
export IMPL_grt_max_degree=32
export IMPL_holdBufCountCts=0
export IMPL_gp_congestion=0.986
export IMPL_clock_buffer_count=0
export IMPL_period_minus_slack_ns=11.89
export IMPL_grt_overflow=0
export IMPL_synth_dominant_cell_count="ha_1"
export IMPL_synth_area_sq_um=7120
export IMPL_cp_endpoint="isZero_to_EX_MEM"
export IMPL_p_int_mw=0.207
export IMPL_required_ns=13.52
export IMPL_postCtsSetupRepairBufs=0
export IMPL_core_sq_um=17400
export IMPL_final_hold_viol_count=0
export IMPL_yosys_cells=1016
export IMPL_worstSetupStartpoint="SEIntermediateValue_from_ID_EX[1]"
export IMPL_drt_pass1_iter_count=5
export IMPL_ant_nets=0
export IMPL_pwr_share_seq_pct=0
export IMPL_postPlaceCellArea_sq_um=9440
export IMPL_rsz0062_at_grt="false"
export IMPL_placementRows=48
export IMPL_tightest_slew_ns=0.837
export IMPL_yosys_cell_types_count=78
export IMPL_power_density_nw_per_um2=42.8
export IMPL_antennaDiodeCount=0
export IMPL_wl_per_cell_um=17.4
export IMPL_warning_count=109
export IMPL_power_frac_comb_pct=100.0
export IMPL_syn2layout_area_growth_pct=32.7
export IMPL_top_area_cell="ha_1"
export IMPL_power_switching_mw=0.198
export IMPL_end_kind="output port"
export IMPL_drv_slew=0
export IMPL_io_pins=246
export IMPL_fin_crit_sh_pct=70.4
export IMPL_critPathArrivalTime_ns=8.51
export IMPL_final_seq_area_sq_um=0
export IMPL_viasPerCell=5.57
export IMPL_slew_headroom_pct=43.5
export IMPL_status="finished clean"
export IMPL_dp_hpwl_um=20700
export IMPL_drv_cap=0
export IMPL_crit_fanout=7
export IMPL_design_area_sq_um=9440
export IMPL_common_cells="ha_1, inv_1, a21oi_1"
export IMPL_dr_first_iter_drc_count=507
export IMPL_drc=0
export IMPL_switching_share_pct=49.0
export IMPL_drive_gt1_share_pct=3.61
export IMPL_p_leak_nw=4.25
export IMPL_fp_util_pct=41.0
export IMPL_hold_class="in2out"
export IMPL_wl_um=24600
export IMPL_yosys_warnings=3
export IMPL_ctsResizeCount=0
export IMPL_synth_cells=1016
export IMPL_logic_area_sq_um=6280
export IMPL_die_h_um=135
export IMPL_grt_antenna_before_repair=0
export IMPL_placement_io_buffers=240
## critical path, stage by stage
cell and delay [ns]:
clkdlybuf4s50_1 0.53, mux2i_1 0.40, inv_1 0.13, ha_1 0.23, a211oi_2 0.32, nor4_1 0.13
or3_1 0.43, o21ai_0 0.69, nand2_1 0.16, a221o_1 0.33, a21oi_1 0.24, o2111ai_1 0.23
nor4_1 0.31, nand4_1 0.23, nor4_2 0.26, clkdlybuf4s50_1 0.51
## cell families after synthesis
family | after synthesis | share of synthesized area (%)
simple gates | 267 | 18.6
fa+ha+maj | 141 | 25.1
xor+xnor | 53 | 6.52
buf+inv | 185 | 11.9
mux | 39 | 5.59
compound gates | 331 | 32.3
## layer usage
| layer | share of wire, % | wire length, um | vias up | GRT usage [%] |
|---|---|---|---|---|
| met5 | 0 | 0 | - | 0 |
| met2 | 45 | 11000 | 248 | 43.0 |
| met3 | 5.5 | 1360 | 22 | 2.25 |
| met1 | 48 | 11800 | 3625 | 39.1 |
| li1 | - | - | 4003 | - |
| met4 | 1.8 | 454 | 0 | 4.81 |
## power by group through the flow
stage / Combinational, mW / Sequential [mW] / Clock, mW
CTS: 0.404 / 0 / 0
global route: 0.444 / 0 / 0
finish: 0.405 / 0 / 0
## per-stage QoR
step | setup WS (ns) | cells
floorplan | 6.23 | 1016
global placement | 5.01 | 1417
detailed placement | 5.08 | 1417
CTS | 5.04 | 1417
global route | 4.62 | 1417
finish | 5.01 | 1417
## placed cells by master (no fill, tap or decap), types with 6 or more instances in the layout
master	netlist	routed
clkdlybuf4s50_1	0	239
o21a_1	11	11
buf_4	34	8
nor2b_1	13	13
inv_1	113	113
o21bai_1	15	15
mux2i_1	33	33
o21ai_0	56	56
nor2_1	69	69
nand2b_1	14	14
a21oi_1	91	91
xnor2_1	41	41
xor2_1	12	12
ha_1	138	138
o211ai_1	14	14
nand4_1	11	11
a21o_1	28	28
mux2_2	6	6
a211oi_1	7	7
nor3_1	16	16
nand3_1	20	20
o221ai_1	16	16
o2111ai_1	7	7
o31ai_1	9	9
nand2_1	68	68
a31oi_1	11	11
or3_1	12	12
nor4_1	13	13
## worst min-delay path by stage
stage | to | slack (ns)
4_1_cts | newPCfromBranching_to_EX_MEM[0] | 6.76
5_1_grt | newPCfromBranching_to_EX_MEM[0] | 6.76
6_report | newPCfromBranching_to_EX_MEM[0] | 6.76
## layout make-up
cell class,instances,share of cell area (%)
inverters,113,4.49
multi-input cells,831,66.5
well taps,225,2.98
repair buffers,248,26.0
Power is estimated from default activity; no workload was simulated.
